### flow/config.mk
export PLATFORM = sky130hd
export DESIGN_NAME = CreateHistoGram
export DESIGN_NICKNAME = CreateHistoGram
export VERILOG_FILES = /design/flow/design.v
export SDC_FILE = /design/flow/constraint.sdc
export NUM_CORES = 4
export LEC_CHECK = 1
export CORE_UTILIZATION = 40
export SYNTH_HDL_FRONTEND = slang
### flow/design.v
`default_nettype none
module CreateHistoGram (
  input wire [15:0][15:0] OneHotVector,
  input wire [15:0] MultipliedSign,
  input wire [15:0] IsInvalidPair,
  output wire [15:0][5:0] BeforeAllignmentVector
);
generate
  genvar i;
  genvar j;
  wire [15:0][15:0] targetVectors;
  for(i=0;i<16;i=i+1) begin
    for(j=0;j<16;j=j+1) begin
      assign targetVectors[i][j] = OneHotVector[j][i] & !(IsInvalidPair[j]);
    end
  end
endgenerate
genvar k;
generate
for(k=0;k<16;k=k+1)
  begin: CountBit
    BitCounterWithSign bitCounterWithSign(
      .TargetVector(targetVectors[k]),
      .MultipliedSign(MultipliedSign),
      .Count(BeforeAllignmentVector[k])
    );
  end
endgenerate
endmodule
module BitCounterWithSign
(
    input wire [15:0] TargetVector,
    input wire [15:0] MultipliedSign,
    output wire [5:0] Count
);
  wire [15:0] plusOneVector;
  generate
  genvar i;
  for(i=0;i<16;i=i+1) begin
    assign plusOneVector[i] = TargetVector[i] & !(MultipliedSign[i]);
  end
  endgenerate
  wire [4:0] plusOneCount;
  BitCounter #(.N(4)) bitCounterForPlus(
    .Bits(plusOneVector),
    .Count(plusOneCount)
  );
  wire [15:0] minusOneVector;
  generate
  genvar j;
  for(j=0;j<16;j=j+1) begin
    assign minusOneVector[j] = TargetVector[j] & MultipliedSign[j];
  end
  endgenerate
  wire [4:0] minusOneCount;
  BitCounter #(.N(4)) bitCounterForMinus(
    .Bits(minusOneVector),
    .Count(minusOneCount)
  );
  assign Count = $signed({1'b0,plusOneCount}) - $signed({1'b0,minusOneCount});
endmodule
module BitCounter#(parameter N=4)
(
    input wire [(1<<N)-1:0] Bits,
    output wire [N:0] Count
    );
    if(N == 0) begin
        assign Count = Bits;
    end
    else begin
        localparam Width = 1<<N;
        localparam Half = 1<<(N-1);
        wire[Half-1:0] Hi = Bits[Width-1:Half];
        wire[N-1:0] CHi;
        BitCounter #(.N(N-1))counterH(.Bits(Hi),.Count(CHi));
        wire[Half-1:0] Lo = Bits[Half-1:0];
        wire[N-1:0] CLo;
        BitCounter #(.N(N-1))counterL(.Bits(Lo),.Count(CLo));
        assign Count = CHi + CLo;
    end
endmodule
`default_nettype wire
### flow/run.sh
#!/bin/bash
# OpenROAD 26Q1-2900-gdf79404cd8, Yosys 0.63+post, stock flow scripts
make -C /OpenROAD-flow-scripts/flow DESIGN_CONFIG=/design/flow/config.mk WORK_HOME=/design/flow/orfs finish
### flow/constraint.sdc
current_design CreateHistoGram

set clk_period 8.2
set clk_io_pct 0.2

create_clock -name clk0 -period $clk_period

set non_clock_inputs [all_inputs -no_clocks]
set_input_delay [expr $clk_period * $clk_io_pct] -clock clk0 $non_clock_inputs
set_output_delay [expr $clk_period * $clk_io_pct] -clock clk0 [all_outputs]
==> ds_physical_params.txt <==
Table: implementation figures

Parameter                              Value

Global route
  Initial antenna violation count    24
  Global-route wire length before repair    87.3 mm
  Number of global-route vias before repair    15100
  Overall global routing resource usage    0.314
  Pin count of the biggest net entering global routing    16
  Grt ovf    0

Setup path
  Worst-path cell with the longest stage delay    fa_2
  Critical Path End Type    primary output
  Cell seen most often among critical-path stages    fa_1
  Startpoint kind of the worst setup timing path    primary input
  Data arrival time of the critical path    around 6.7 ns
  WS Path Type    primary input to primary output
  Number of buffer and inverter stages on the critical path    8
  Crit path DRT    6.56 ns
  Max stage delay on crit path    roughly 0.58 ns
  Critical Path Fanout Max    5
  Sequence of cells on the critical path    buf_8 > buf_6 > buf_6 > or3b_4 > fa_1 > fa_1 > inv_2 > fa_1 > fa_2 > inv_2 > fa_2 > fa_1 > inv_1 > ha_2 > inv_2 > fa_2 > nand2b_4 > a21oi_2 > xor2_1 > buf_2
  Crit path max-delay family    adder cells

Logic synthesis
  Yosys aoi share    0.0334
  Cell type with the largest total area    fa_1
  Area share of xor/xnor cells in the synthesized design    0.0267
  Adder-Cell Fraction of Synth Area    0.610
  Post-synth cell types    29
  Comb area leader    adder cells
  Yosys warning total    0
  Leading post-synthesis cells by instance count    inv_1 (457), fa_1 (400), nand2_1 (236)
  Most used standard cell by instance count after synthesis    inv_1
  Cell count listed in synth_stat.txt    1764
  Post-synthesis chip area from yosys    15700 um^2
  Synth Area in Simple Gates    0.206
  Share of synthesized area spent on multiplexers    0
  Area leader share    0.509
  Post-Synthesis Cells    approximately 1800
  Post-synthesis area per instance    8.92 um^2
  Most area-consuming cells after synthesis    fa_1 (51%), inv_1 (11%), ha_1 (10%)
  Proportion of synthesized chip area in sequential cells    0
  Synthesized area    15700 um^2

Power and ir drop
  Sw frac    0.429
  Clock network fraction of total power    0
  Internal power    5320 uW
  Leakage component of the power    0.0117 uW
  Max IR drop VDD    0.000438 V
  Power density relative to cell area    390 nW/um^2
  Switching power    4000 uW
  Pwr Total    9320 uW
  Gate power share    1.000
  Seq pwr share    0

Floorplanning
  Die area    40200 um^2
  Number of standard-cell rows in the floorplan    72
  Core Box Area    38700 um^2
  I/O pin total    between 300 and 400
  Die Height    ~200 um
  X dimension of the die    200 um
  Core Util at FP    0.406

STA
  Post-route minimum period    approximately 8.4 ns
  Worst path setup slack after routing    -0.162 ns
  Final tally of hold violations    0
  Max-slew headroom    0.517
  Max Transition Viols Final    0
  Max Freq    0.120 GHz
  Setup_tns    -1.84 ns
  Period Utilization, post-route    1.02
  Final setup violation count    22
  Transition time at the pin with the least slew margin    0.724 ns
  Unrepaired setup endpoints after global routing    true

Detailed routing
  Final routed wirelength across all metal layers    56.6 mm
  Remaining number of nets flagged by the antenna check after routing    0
  Total via count in the routed design    13700
  Detailed-routing iteration count for the pre-antenna-repair pass    6
  DRC viols    0
  Ratio of routed vias to standard cells    4.65
  Violation tally from detailed-route iteration zero    410
  Routed len/inst    19.3 um

Finish
  Clock buffer instance count of the final layout    0
  Area Growth Syn to Fin    51.9%
  Fin area    23900 um^2
  Share of layout cells above drive strength 1    0.304
  Sequential cell count    0
  Register Area    0 um^2

Hold path
  Class of the tightest hold or removal check    primary input to primary output

Place
  DP HPWL    47.9 mm
  Routability Congestion    0.981
  Port-buffer cells    384
  Setup slack after placement    -1.19 ns
  Placed cell area    21700 um^2

Run
  Max Cap Violations    0
  Log Warnings    34

Status
  Run status    complete, but fails checks
  Violations in the final reports    negative setup slack
## stage by stage
stage | utilization | hold WS [ns] | std cells
2_1_floorplan | - | 3.40 | 1764
3_3_place_gp | 0.561 | 4.34 | 2818
3_5_place_dp | 0.561 | 4.35 | 2818
4_1_cts | 0.596 | 4.24 | 2897
5_1_grt | 0.617 | 4.31 | 2929
6_report | 0.617 | 4.26 | 2936
## layout make-up
class,count,area [um^2]
Antenna cell,17,42.5
Fill cell,3188,14800
Inverter,457,1720
Multi-Input combinational cell,1268,15000
Timing Repair Buffer,676,6450
Tap cell,518,648
## what timing repair did
item                       in CTS  in global routing
gates cloned                    1                  0
setup endpoints to repair      96                 80
resized                       620                250
hold buffers                    0                  0
pin swaps                     309                232
setup buffers                  90                 39
## worst paths after layout
path / startpoint / endpoint / slack [ns] / depth (start not counted)
worst max-delay path: IsInvalidPair[2] / BeforeAllignmentVector[76] / -0.16 / 20
worst min-delay path: OneHotVector[75] / BeforeAllignmentVector[67] / 4.26 / 5
## placed cells by master, fill, tap and decap left out, types with 9 or more instances in the layout
| master | Yosys | final |
|---|---|---|
| dlymetal6s2s_1 | 0 | 11 |
| diode_2 | 0 | 17 |
| ha_1 | 128 | 102 |
| o21ai_0 | 16 | 15 |
| clkbuf_2 | 1 | 18 |
| buf_12 | 0 | 33 |
| buf_4 | 14 | 175 |
| nand3b_1 | 13 | 13 |
| buf_2 | 14 | 58 |
| and2_1 | 214 | 187 |
| inv_1 | 457 | 372 |
| buf_8 | 0 | 12 |
| and2_4 | 0 | 27 |
| a211oi_4 | 0 | 16 |
| nor2_2 | 9 | 17 |
| nor2_1 | 59 | 43 |
| nand2_4 | 0 | 17 |
| xor2_1 | 32 | 28 |
| inv_2 | 0 | 85 |
| dlygate4sd2_1 | 0 | 29 |
| ha_4 | 0 | 18 |
| fa_1 | 400 | 348 |
| a21oi_2 | 0 | 21 |
| nor3b_1 | 10 | 9 |
| and3b_1 | 18 | 14 |
| nand2_2 | 0 | 16 |
| fa_2 | 0 | 52 |
| o21bai_1 | 16 | 15 |
| clkdlybuf4s50_1 | 0 | 247 |
| nor2b_4 | 8 | 11 |
| nand2b_4 | 0 | 10 |
| a21oi_1 | 32 | 11 |
| nand2_1 | 236 | 203 |
| or3b_4 | 0 | 17 |
| buf_6 | 1 | 85 |
## power by group through the flow
stage                 clock network (uW)  logic, uW  registers, uW
after CTS                              0       8420              0
after global routing           0.0000662      10400              0
final                           0.000178       9320              0
## worst min-delay path, cell delays in order
cell and delay, ns:
clkdlybuf4s50_1 0.43, nand2_1 0.11, ha_4 0.16, fa_2 0.18
buf_2 0.09
## layer usage
| layer | part of all wire | global-route usage | vias to the layer above |
|---|---|---|---|
| li1 | - | - | 6385 |
| met5 | 0.0026 | 0.0131 | - |
| met1 | 0.40 | 0.438 | 6622 |
| met4 | 0.018 | 0.0526 | 16 |
| met2 | 0.45 | 0.462 | 557 |
| met3 | 0.13 | 0.160 | 73 |
## logic make-up after synthesis
group                    Yosys count
AND-OR/OR-AND                     86
XOR/XNOR                          48
buffers and inverters            496
adder cells (fa/ha/maj)          528
AND/OR/NAND/NOR                  606
Power figures rest on the tool's default switching activity, not on a simulated workload.
