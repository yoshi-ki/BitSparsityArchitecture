File: flow/config.mk
export PLATFORM = sky130hd
export DESIGN_NAME = CreateOneHotVector
export DESIGN_NICKNAME = CreateOneHotVector
export VERILOG_FILES = /design/flow/design.v
export SDC_FILE = /design/flow/constraint.sdc
export NUM_CORES = 4
export LEC_CHECK = 1
export CORE_AREA = 10 10 70 70
export DIE_AREA = 0 0 80 80
export SYNTH_HDL_FRONTEND = slang
File: flow/constraint.sdc
current_design CreateOneHotVector

set clk_period 1.0
set clk_io_pct 0.2

create_clock -name clk0 -period $clk_period

set non_clock_inputs [all_inputs -no_clocks]
set_input_delay [expr $clk_period * $clk_io_pct] -clock clk0 $non_clock_inputs
set_output_delay [expr $clk_period * $clk_io_pct] -clock clk0 [all_outputs]
File: flow/design.v
`default_nettype none
module CreateOneHotVector (
  input wire [3:0] SumExps,
  output wire [15:0] OneHotVector
);
assign OneHotVector =
  (SumExps == 4'b0000) ? 16'b0000000000000001 :
  (SumExps == 4'b0001) ? 16'b0000000000000010 :
  (SumExps == 4'b0010) ? 16'b0000000000000100 :
  (SumExps == 4'b0011) ? 16'b0000000000001000 :
  (SumExps == 4'b0100) ? 16'b0000000000010000 :
  (SumExps == 4'b0101) ? 16'b0000000000100000 :
  (SumExps == 4'b0110) ? 16'b0000000001000000 :
  (SumExps == 4'b0111) ? 16'b0000000010000000 :
  (SumExps == 4'b1000) ? 16'b0000000100000000 :
  (SumExps == 4'b1001) ? 16'b0000001000000000 :
  (SumExps == 4'b1010) ? 16'b0000010000000000 :
  (SumExps == 4'b1011) ? 16'b0000100000000000 :
  (SumExps == 4'b1100) ? 16'b0001000000000000 :
  (SumExps == 4'b1101) ? 16'b0010000000000000 :
  (SumExps == 4'b1110) ? 16'b0100000000000000 :
  16'b1000000000000000;
endmodule
`default_nettype wire
File: flow/run.sh
#!/bin/bash
# OpenROAD 26Q1-2900-gdf79404cd8, Yosys 0.63+post, stock flow scripts
make -C /OpenROAD-flow-scripts/flow DESIGN_CONFIG=/design/flow/config.mk WORK_HOME=/design/flow/orfs finish
==> summary.txt <==
Notes on the physical implementation.

- The number of vias per cell after detailed routing is 3.31, for reference.
- After routing the design area is 758 µm².
- STA lists the startpoint of the worst hold path as SumExps[2].
- The half-perimeter wire length after placement is 664 µm, for reference.
- The design has 0 sequential cells.
- The layout report lists the multi-input gate area as 223 µm².
- The largest net degree at the start of global routing is 9, for reference.
- In the hold report, the worst path ends at OneHotVector[1].
- The type recorded for the worst min-delay path is in2out.
- The data arrival time of the worst path is 0.94 ns, for reference.
- The max-slew headroom at the worst pin is 0.853, for reference.
- Setup repair after global routing could not meet its margin everywhere.
- In this run the cell area measured after placement is 534 µm².
- The post-layout worst setup margin is -0.145 ns, for reference.
- The number of cells on the worst hold path is listed as 4.
- The checks that failed: negative setup slack.
- Overall routing resource usage recorded by global route was 0.0390.
- In this run the horizontal extent of the chip is 80 µm.
- The core utilization before placement is 0.0663, for reference.
- The flow ran to the end, but the final reports show violations.
- The hold slack is 0.757 ns, for reference.
- The floorplan die area is 6400 µm², for reference.
- The number of maximum-capacitance violations recorded for the run is 0.
- The initial antenna violation count is 0, for reference.
- Setup violations remaining at the end of the flow were counted as 14.
- The peak supply drop is 0.164 mV, for reference.
- Summed over all cells, the static leakage comes to 0.367 nW.
- The count of warnings emitted by yosys is 0, for reference.
- The number of optimization iterations in the first detailed-route pass is 2, for reference.
- The script logs the mean routed wire length per placed instance as 14.1 µm.
- The count of tool warnings is 34, for reference.
- In the routed design, unresolved DRC markers number 0.
- The critical path launch point type is an input port, for reference.
- The final weighted congestion in routability-driven placement is 0.676, for reference.
- For reference, the final report shows the max-slew violation count at 0.
- The cell count after synthesis is 20, for reference.
- Fill cells in the final layout number 359.
- The routed design has 1460 µm of wire.
- The peak clock frequency supported by timing is 873 MHz, for reference.
- The sum of negative setup slack is -1.28 ns, for reference.
- In this run the count of I/O pins placed on the die edge is 20.
- The total via count in the routed design is 344, for reference.
- For this run, the register share of the synthesized area comes to 0.
- The die is 80 µm tall.
- The number of global-route vias before repair is 348.
- The finished layout holds 104 standard cells, fillers aside.
- The finished layout reports a core utilization of 0.222.
- Subtracting the final worst setup slack from the clock period gives 1.14 ns.
- The first-pass GRT wire length is 2030 µm, for reference.
- In this run the power density over the cells is 355 nW/µm².
- The type of element capturing the critical path is an output pin, for reference.
- The standard-cell row count is 21, for reference.
- The chip area line in the Yosys stat output reads 226 µm².
- The ratio of cells with drive above 1 in the final layout is 0.862, for reference.
- The ratio of final minimum period to clock period is 1.14, for reference.
- The floorplan step defined a core boundary enclosing 3420 µm².
- The tally of nets with antenna violations remaining after routing is 0, for reference.
- In the final layout, the clock buffer count is 0.
- The cell area that synthesis handed to floorplanning was 226 µm².
- The placement report lists the number of port buffers as 20.
- In the routed netlist, the antenna diode instances number 0.
- The sequential cells in the finished layout cover a total of 0 µm².
- The yosys cell count is 20, for reference.
- Global routing finished with a remaining overflow of 0.
- The biggest fanout along the worst timing path is 4, for reference.
- The final hold violation count is 0, for reference.
- The critical path endpoint has a required time of 0.80 ns.
- The violation tally recorded at the end of detailed-routing iteration 0 is 3.
- The critical setup path kind is in2out, for reference.
- Once placement completed, the tool counted placed cells totaling 86.
- The synthesized area per cell is 11.3 µm², for reference.
- The area growth from synthesis to layout is 235%.
- The pin closest to its max-slew limit shows a slew of 0.220 ns.
- In the Yosys stats the netlist draws on 7 distinct library cells.
-- placed cells by master, fill, tap and decap left out --
cell type,instances
sky130_fd_sc_hd__and4_1,1
sky130_fd_sc_hd__and4b_1,4
sky130_fd_sc_hd__and4bb_1,3
sky130_fd_sc_hd__and4bb_2,3
sky130_fd_sc_hd__buf_12,5
sky130_fd_sc_hd__buf_16,4
sky130_fd_sc_hd__buf_2,15
sky130_fd_sc_hd__buf_4,5
sky130_fd_sc_hd__buf_6,8
sky130_fd_sc_hd__buf_8,4
sky130_fd_sc_hd__clkbuf_2,1
sky130_fd_sc_hd__nor4_4,1
sky130_fd_sc_hd__nor4b_2,2
sky130_fd_sc_hd__nor4b_4,2
-- cells by family (layout without fill, tap and decap cells) --
kind of cell,count (synthesis),count (layout),synth area share
AND/OR/NAND/NOR,16,16,0.867
buffers and inverters,4,42,0.133
-- cell usage after synthesis --
cell type,instances,area share
sky130_fd_sc_hd__nor4b_2,4,0.27
sky130_fd_sc_hd__buf_4,4,0.13
sky130_fd_sc_hd__and4bb_2,3,0.17
sky130_fd_sc_hd__nor4_2,1,0.055
sky130_fd_sc_hd__and4bb_1,3,0.17
sky130_fd_sc_hd__and4b_1,4,0.18
sky130_fd_sc_hd__and4_1,1,0.039
-- through the flow --
stage	worst slack [ns]	power, mW
2_1_floorplan	0.250	0.0505
3_3_place_gp	-0.791	0.141
3_5_place_dp	-0.792	0.142
4_1_cts	-0.136	0.232
5_1_grt	-0.189	0.286
6_report	-0.145	0.269
-- final cells by class --
class / instances / area share
timing repair buffer: 42 / 0.630
tap: 46 / 0.0759
multi-input combinational: 16 / 0.294
-- where the power goes --
group          internal (mW)  switching, mW  leakage, nW
combinational          0.182         0.0875        0.367
sequential                 0              0            0
clock                      0              0            0
total                  0.182         0.0875        0.367
-- worst max-delay path, cell delays in order --
cell,delay [ns]
sky130_fd_sc_hd__buf_8,0.11
sky130_fd_sc_hd__buf_12,0.12
sky130_fd_sc_hd__buf_8,0.12
sky130_fd_sc_hd__nor4b_4,0.26
sky130_fd_sc_hd__buf_2,0.14
-- routing by layer --
layer	track usage	wire, µm	up-vias
met5	0	0	-
met4	0	21	0
met3	0.0136	153	2
met2	0.0474	501	21
met1	0.0646	786	153
li1	-	-	168
-- worst max-delay path by stage --
| stage | start | end | slack [ns] | depth (start not counted) |
|---|---|---|---|---|
| 5_1_grt | SumExps[1] | OneHotVector[0] | -0.19 | 5 |
| 6_report | SumExps[1] | OneHotVector[1] | -0.14 | 5 |
| 4_1_cts | SumExps[3] | OneHotVector[0] | -0.14 | 5 |
-- what timing repair did --
| item | CTS | global route |
|---|---|---|
| resized | 87 | 7 |
| pin swaps | 10 | 6 |
| setup endpoints to repair | 16 | 14 |
| hold buffers | 0 | 0 |
| cloned | 4 | 0 |
| buffers inserted | 9 | 5 |
Power figures rest on the tool's default switching activity, not on a simulated workload.
