**flow/config.mk**
```make
export PLATFORM = sky130hd
export DESIGN_NAME = ss_fifo_sync
export DESIGN_NICKNAME = ss_fifo_sync
export VERILOG_FILES = /design/flow/design.v
export SDC_FILE = /design/flow/constraint.sdc
export NUM_CORES = 4
export LEC_CHECK = 1
export CORE_UTILIZATION = 30
export SYNTH_HDL_FRONTEND = slang
export SYNTH_MEMORY_MAX_BITS = 65536
```
**flow/constraint.sdc**
```tcl
current_design ss_fifo_sync

set clk_period 1403.7
set clk_io_pct 0.2

create_clock -name clk0 -period $clk_period [get_ports {clk}]

set non_clock_inputs [all_inputs -no_clocks]
set_input_delay [expr $clk_period * $clk_io_pct] -clock clk0 $non_clock_inputs
set_output_delay [expr $clk_period * $clk_io_pct] -clock clk0 [all_outputs]
```
**flow/design.v**
```verilog
`default_nettype none
module  ss_fifo_sync
#(
  parameter        Bw_d   = 8     ,  
  parameter        Bw_a   = 10    ,  
  parameter        Depth  = ( 1 << Bw_a ) ,
  parameter        Thrs_wr= Depth/4*3     ,        
  parameter        Thrs_rd= 1              
)
(
  input wire [Bw_d-1:00] wr_di,         
  input wire wr_en,                     
  input wire rd_en,                     
  input wire clk,                       
  input wire reset,                     
  output wire wr_rdy,                   
  output wire rd_rdy,                   
  output reg [Bw_d-1:00] rd_do         
);
  reg     [Bw_a:00]        wr_ad  ;        
  reg     [Bw_a:00]        rd_ad  ;        
  wire    [Bw_a:00]        df_ad  ;        
  reg     [Bw_d-1:00]      m_ary  [0:Depth-1] ;        
  always  @( posedge clk ) begin
          if      ( reset )       wr_ad   <= {(Bw_a+1){1'b0}} ;
          else if ( wr_en )       wr_ad   <= wr_ad + 1'b1 ;
  end
  always  @( posedge clk ) begin
          if      ( reset )       rd_ad   <= {(Bw_a+1){1'b0}} ;
          else if ( rd_en )       rd_ad   <= rd_ad + 1'b1 ;
  end
  assign           df_ad  = wr_ad - rd_ad ;
  assign           wr_rdy = ~df_ad[Bw_a] & ( df_ad[Bw_a-1:00] <= Thrs_wr ) ;
  assign           rd_rdy = ~df_ad[Bw_a] & ( df_ad[Bw_a-1:00] >= Thrs_rd ) ;
  always  @( posedge clk ) begin
          if      ( wr_en )       m_ary[wr_ad[Bw_a-1:00]] <= wr_di ;
  end
  always  @( posedge clk ) begin
          rd_do   <= m_ary[rd_ad[Bw_a-1:00]] ;
  end
endmodule
`default_nettype wire
```
**flow/run.sh**
```bash
#!/bin/bash
# OpenROAD 26Q1-2900-gdf79404cd8, Yosys 0.63+post, stock flow scripts
make -C /OpenROAD-flow-scripts/flow DESIGN_CONFIG=/design/flow/config.mk WORK_HOME=/design/flow/orfs finish
```
==> qor.csv <==
metric,value,unit
ys_cells,15200,
lay_top_count,edfxtp_1,
drt_iter0_drc,13700,
crit_type,reg2out,
slew_headroom,3.73,%
async_reset_ff_share,0,%
critical_path_required,1122.96,ns
gr-total-overflow,0,
finalSetupViolCount,0,
rsz0062_at_grt,false,
crit_chain,clkinv_2 -> fa_1 -> a21o_1 -> a21oi_1 -> o21ai_0 -> a21oi_1 -> o21ai_0 -> a31oi_1 -> xnor2_1 -> a31oi_2 -> buf_4 -> clkdlybuf4s50_1,
postCtsHoldBufs,0,
numCtsBuffers,818,
grt_max_degree,97,
timing.critical_path.fanout_max,27,
portBuffers,21,
drcViolationCount,0,
fp_util,30.1,%
start_kind,flip-flop,
antenna_found_initial,131,
powerDensity,1.43,nW/um2
fmax,3.48,MHz
logic_area,67400,um2
syn_avg_cell_area,20.9,um2
p_leak,110,nW
die-area,1070000,um2
dieWidth,1030,um
areaGrowthSynthToFinish,14.7,%
synthCells,15200,
top_cell_area_share,77.1,%
layout.area.seq,247000,um2
ant_nets,0,
die_y,1030,um
clk_path_buf_depth,4,
clk_pin_slew_worst_paths,0.07,ns
clock_sinks,8222,
drv_cap,0,
avgViaCountPerCell,5.38,
synth_cell_types,83,
peakVddDrop,0.00000137,V
cp_slowest_cell,clkinv_2,
grt_use_total,21.4,%
tritoncts,done,
grt_pass1_wl,1470000,um
rows,378,
crit_arrival,6.32,ns
hp-class,reg2reg,
placed_area,338000,um2
ys_chip_area,319000,um2
fill_cells,96600,
post_cts_resized,0,
clock_latency,1.20,ns
detailedPlacementHpwl,695000,um
syn_area,319000,um2
htreeDepth,6,
ios,22,
ys_seq_share,77.3,%
min_period,287.06,ns
layout_top_cells,"edfxtp_1 (8192), mux4_2 (1782), nor2_1 (1117)",
vias,166000,
run_status,completed,
wl,1070000,um
final_area,366000,um2
topCellsByArea,"edfxtp_1 (77%), mux4_2 (13%), mux2i_1 (2.2%)",
warnings,30,
fin_hold_ws,0.536,ns
grt_pass1_vias,184000,
cp-end-kind,output pin,
worstMarginPinSlew,1.44,ns
yosys_warnings,0,
globalplace.congestion,0.993,
hold_violations,0,
cts_root_buffer,clkbuf_16,
synth_flop_count,8222,
ys.flop_type,edfxtp_1,
postCtsSetupRepairBufs,0,
clock_skew,0.0676,ns
edf_count,8192,
core_area,1060000,um2
dr.pass1.iters,6,
fin_tns_setup,0,ns
synth_top_cell_by_area,edfxtp_1,
cpLargestDelayFamily,AND-OR/OR-AND gates,
drive_gt1_share,23.9,%
fin_crit_sh,20.5,%
cp_num_buf_inv,3,
routedWlPerCell,34.8,um
max_stage_delay,0.73,ns
drv_slew,0,
==> power breakdown <==
part | internal [mW] | switching (mW)
logic | 0.0117 | 0.0207
clock network | 0.125 | 0.0948
registers | 0.270 | 0.000159
==> layer usage <==
| layer | track usage (%) | part of all wire [%] | vias to the layer above |
|---|---|---|---|
| met5 | 6.93 | 0.72 | - |
| met4 | 12.4 | 7.1 | 256 |
| met3 | 21.1 | 21 | 2866 |
| met2 | 29.3 | 43 | 14800 |
| met1 | 19.2 | 27 | 82900 |
| li1 | - | - | 65200 |
==> registers in the layout, summed over array words and instances (netlist names) <==
register  cells
rd_ad        11
m_ary      8192
rd_do         8
wr_ad        11
==> cell type report <==
type	count	share of cell area, %
Inverter	19	0.0311
Tap cell	14100	4.81
Clock buffer	978	5.80
Timing Repair Buffer	804	1.76
Multi-Input combinational cell	5976	18.4
Sequential cell	8222	67.5
Clock inverter	535	1.54
Antenna cell	230	0.157
==> final timing paths <==
check | to | cells after the start | start | slack (ns)
setup / recovery | wr_rdy | 12 | rd_ad[1] | 1116.64
hold / removal | rd_ad[10] | 2 | rd_ad[10] | 0.54
setup reg to reg | rd_do[0] | 15 | rd_ad[0] | 1395.57
hold reg to reg | rd_ad[10] | 2 | rd_ad[10] | 0.54
==> worst register-to-register path: cells and delay by family (launching register included) <==
family | cells | cell delay [ns]
multiplexers | 1 | 0.65
AND/OR/NAND/NOR | 3 | 1.34
AND-OR/OR-AND | 4 | 1.22
flip-flops | 1 | 0.81
buffers and inverters | 7 | 3.97
==> cell usage after synthesis (73+ instances only) <==
cell type	n
mux2i_1	713
a221oi_1	146
a21oi_1	319
buf_6	102
a22oi_1	342
buf_4	108
nor2_1	1138
nand3_1	120
o21ai_0	175
edfxtp_1	8192
o22ai_1	158
buf_1	92
o221ai_1	73
mux4_2	1782
nand2_1	325
clkbuf_1	408
buf_2	286
==> kinds of logic (layout without fill, tap and decap cells) <==
| group | count (synthesis) | in the layout | synth area share [%] |
|---|---|---|---|
| flops | 8222 | 8222 | 77.3 |
| mux | 2558 | 2558 | 15.1 |
| fa+ha+maj | 16 | 16 | 0.0651 |
| simple gates | 1825 | 1825 | 2.39 |
| compound gates | 1553 | 1553 | 3.35 |
| xor+xnor | 24 | 24 | 0.0659 |
| buf+inv | 1028 | 2336 | 1.74 |
| other cells | 0 | 230 | 0 |
==> metrics by stage <==
step	instances	setup WS, ns	util (%)	power [mW]
finish	30800	1116.64	34.5	0.522
floorplan	15200	1119.44	-	0.293
global route	30700	1116.59	34.5	0.534
global placement	29100	1117.79	31.9	0.307
detailed placement	29100	1117.99	31.9	0.307
CTS	30600	1116.71	34.5	0.524
No activity file was given, so power comes from the tool's default toggle rates.
